==> flow/design.v <==
`timescale 1ns / 1ps
module mux ( 
             input clk,
             input reset,
             input en_op,
             input en_out,
             input [3:0] sel,
             input [15:0] str_pointer, 
             input [15:0] pc,                   
                       input [15:0] ir,                   
                       input [15:0] mar,                 
                       input [15:0] mdr,
                       input [15:0] pr1,
                       input [15:0] pr2,
                       input [15:0] pr3,
                       input [15:0] col,
                       input [15:0] row,
                       input [15:0] r1,
                       input [15:0] r2,                  
                       output reg [15:0] out);          
    reg [15:0] temp;
    reg [3:0] temp_sel;
   always @ (posedge clk) begin 
        if(en_op) begin
          temp_sel <= sel;
        end
        case (temp_sel)  
             4'b0001 : temp <= str_pointer;  
             4'b0010 : temp <= pc;  
             4'b0011 : temp <= ir;  
             4'b0100 : temp <= mar;
             4'b0101 : temp <= mdr;
             4'b0110 : temp <= pr1;
             4'b0111 : temp <= pr2;
             4'b1000 : temp <= pr3;
             4'b1001 : temp <= col;
             4'b1010 : temp <= row;
             4'b1011 : temp <= r1;
             4'b1100 : temp <= r2;           
          endcase
        if (en_out)
            out <= temp; 
    end    
endmodule  
==> flow/run.sh <==
#!/bin/bash
# OpenROAD 26Q1-2900-gdf79404cd8, Yosys 0.63+post, stock flow scripts
make -C /OpenROAD-flow-scripts/flow DESIGN_CONFIG=/design/flow/config.mk WORK_HOME=/design/flow/orfs finish
==> flow/config.mk <==
export PLATFORM = sky130hd
export DESIGN_NAME = mux
export DESIGN_NICKNAME = mux
export VERILOG_FILES = /design/flow/design.v
export SDC_FILE = /design/flow/constraint.sdc
export NUM_CORES = 4
export LEC_CHECK = 1
export CORE_AREA = 10 10 122 122
export DIE_AREA = 0 0 132 132
==> flow/constraint.sdc <==
current_design mux

set clk_period 3.2
set clk_io_pct 0.2

create_clock -name clk0 -period $clk_period [get_ports {clk}]

set non_clock_inputs [all_inputs -no_clocks]
set_input_delay [expr $clk_period * $clk_io_pct] -clock clk0 $non_clock_inputs
set_output_delay [expr $clk_period * $clk_io_pct] -clock clk0 [all_outputs]
==> results.txt <==
Notes on the physical design

Together, buffers and inverters on the worst path number 1. The cell area that synthesis handed to floorplanning was around 0.0032 mm2. The run finished with clean final reports. Per the OpenROAD floorplan log, the width of the die is about 130 um. Measured along the y axis, the die boundary spans around 130 um. The final hold violation count is 0.

Per the post-synthesis report, the number of cells in the design is 330. The report lists the number of cells resized after CTS as 0. The core region is between 0.01 and 0.015 mm2. edfxtp_1 is the most common cell in the netlist. Per the finish-stage timing summary, setup violations number 0. The yosys synthesis chip area is 0.00315 mm2. Setup repair after global routing left no endpoint under its margin. The synthesized design contains 36 enable-type register cells. The count of buffers added by post-CTS timing repair for setup is 0.

Looking at the critical path, the highest net fanout was 19. Hold repair after CTS inserted 0 buffers. In this run, distinct cell masters in the synthesized netlist total around 60.

Per STA, the worst path is made up of buf_4 > mux2_1 > a211oi_1 > a21oi_1 > o32a_1. The weighted congestion reported at the end of routability-driven placement is around 0.85. The main area contributors are edfxtp_1 (34%), mux2i_1 (7.9%), o21ai_0 (4.4%).

The mean instance size in the synthesized netlist is ~9.6 um2. Looking at the VDD voltage map, the peak drop is 263 uV. The clock tree from TritonCTS is yes. The number of cells in Yosys stat is between 300 and 400. Yosys reported that registers with async set or reset make up 0%. The maximum clock skew at final layout is 5.57 ps.

The family with the most delay on the worst path is flip-flops. Counting the warning lines in the Yosys log gives 1. STA classifies the critical path endpoint as a flop. For this configuration, the core starts out at a cell density of 25.9%. The final critical path time including I/O delays and setup is between 2000 and 2500 ps. The total global-route track usage is approximately 17%. The repair_antennas step left the layout with diodes totalling 0. The number of global-route vias before repair is 3883. The number of placement rows is 40.

The tool flagged a number of max-cap violations equal to 0. Counting pins that exceed their max-slew limit in the final report gives 0. The number of I/O port buffers is 214. Per the GRT congestion report, total overflow comes to 0. The synthesis-to-finish area growth is 77.3%. For this sky-water flow run, the detailed-routed wirelength per cell is reported as roughly 22 um. As reported, the later end of the worst-skew pair has a clock insertion delay of 280 ps.

The share of the clock period used by the worst path after layout is between 70% and 80%. The flip-flop cell with the highest count after synthesis is edfxtp_1. The total die size is around 0.017 mm2. The number of H-tree branching levels is 2. The final report lists a non-filler cell total of 701. The critical setup path kind is reg -> reg. Across all layers, the routed design uses 3572 vias. The detailed placement HPWL is 12500 um. Of the synthesized area, sequential elements account for around 34%. The routed design shows a via density per instance of 5.10. The post-detailed-route DRC marker count is 0. The maximum buffer depth of the clock tree is 2. The register bit count reported by yosys is 36. For this design, the slowest cell found on the critical path is edfxtp_1. The critical path launch point type is a flop. The slew at the pin with the worst max-slew slack is around 780 ps. The data arrival time of the critical path is about 2300 ps. Derived from the worst setup path, the maximum achievable clock frequency is between 400 and 500 MHz. Power spread over the standard cell area amounts to roughly 340 mW/mm2. Checking hold timing, the worst path is listed with class reg -> reg. The clock-pin slew on the worst setup and hold paths is 60 ps. The tool warning count for the run is 26. The cell type contributing the most total cell area after synthesis is edfxtp_1. The initial antenna violation count came to 0. The number of antenna-violating nets in the routed design is 0.

The worst slew margin relative to its limit is between 40% and 50%. According to the timing report, the data required time at the worst endpoint equals about 3200 ps. The script extracted a total leakage power of about 2.0 nW. By count the netlist is led by edfxtp_1 (36), o21ai_0 (28), mux2i_1 (25). In the final timing run, aggregate negative setup slack is 0 ps. The layout summary lists the proportion of cells stronger than drive strength 1 as 7.50%. The first detailed-routing pass took 5 iterations.

The total design power is around 1.9 mW. The global-route wire length before repair is approximately 23000 um. The number of sinks driven by the clock tree is 36. The routed wire length is 15400 um. The share of synthesized area in the top cell type comes to between 30% and 40%. The largest net degree at the start of global routing is 65. The buffer type at the clock tree root is clkbuf_16. The placed instance count is approximately 690. In this run, CTS created clock tree buffers numbering 5. In this run, the number of DRC markers left after iteration 0 of detailed routing was between 200 and 300. In this design, the stage delay of the slowest critical-path cell is 700 ps. In this run the count of I/O pins placed on the die edge is approximately 220.
routing by layer:
layer,share of wire (%),global-route usage [%]
met3,9.4,6.04
met1,42,21.9
met5,0,0
met4,0.62,1.17
met2,48,28.1
area by class of cell:
| type | instances | area (um2) |
|---|---|---|
| clock buffer | 6 | 129 |
| tap | 168 | 210 |
| fill | 1194 | 6570 |
| inverter | 5 | 18.8 |
| sequential | 36 | 1080 |
| timing repair buffer | 229 | 2270 |
| clock inverter | 2 | 35.0 |
| multi-input combinational | 255 | 1850 |
registers in the layout, indices dropped and copies added, names as in the netlist:
| signal | count |
|---|---|
| out | 16 |
| temp | 16 |
| temp_sel | 4 |
cell families after synthesis:
family	after synthesis	share of synthesized area (%)
buffers and inverters	39	7.42
and+or+nand+nor	83	16.0
AOI/OAI and AO/OA	139	31.0
DFF	36	34.3
muxes	33	11.3
metrics by stage:
| step | area (um2) | hold WS [ps] | worst slack, ps | util [%] |
|---|---|---|---|---|
| after global placement | 5420 | 401 | 829 | 44.6 |
| after global routing | 5590 | 424 | 737 | 45.9 |
| after floorplan | 3150 | 400 | 1020 | - |
| after CTS | 5590 | 418 | 873 | 45.9 |
| final | 5590 | 416 | 894 | 45.9 |
| after detailed placement | 5420 | 405 | 834 | 44.6 |
cells in the final DEF (no fill, tap or decap), types with 4 or more instances in the layout:
master	Yosys	layout
nand2_1	11	11
a22o_1	6	6
o22ai_1	4	4
edfxtp_1	36	36
o21ai_1	5	5
a32oi_1	4	4
o211ai_1	5	5
o21ai_0	28	28
a22oi_1	16	16
nand2b_1	6	6
a32o_1	4	4
o32a_1	8	8
a221oi_1	4	4
nor2b_1	14	14
a31oi_1	9	8
nor2_1	11	11
a21oi_1	22	21
nand3_1	9	9
mux2i_1	25	25
and3b_1	12	12
o221ai_1	4	4
buf_4	10	14
clkdlybuf4s50_1	0	214
clkbuf_16	0	5
worst paths after layout:
| path | from | endpoint | slack, ps | depth (start not counted) |
|---|---|---|---|---|
| max | temp_sel[2] | temp[4] | 890 | 5 |
| min | temp[5] | out[5] | 420 | 0 |
| max reg2reg | temp_sel[2] | temp[4] | 890 | 5 |
| min reg2reg | temp[5] | out[5] | 420 | 0 |
power by group:
part / total [mW] / switching [mW] / internal (mW)
sequential: 0.635 / 0.0227 / 0.612
clock: 0.549 / 0.183 / 0.366
combinational: 0.706 / 0.290 / 0.416
Power is estimated from default activity; no workload was simulated.
