==> config.mk <==
export PLATFORM = sky130hd
export DESIGN_NAME = alu_16bit
export DESIGN_NICKNAME = alu_16bit
export VERILOG_FILES = /design/flow/design.v
export SDC_FILE = /design/flow/constraint.sdc
export NUM_CORES = 4
export LEC_CHECK = 1
export CORE_AREA = 10 10 95 95
export DIE_AREA = 0 0 105 105
==> run.sh <==
#!/bin/bash
# OpenROAD 26Q1-2900-gdf79404cd8, Yosys 0.63+post, stock flow scripts
make -C /OpenROAD-flow-scripts/flow DESIGN_CONFIG=/design/flow/config.mk WORK_HOME=/design/flow/orfs finish
==> constraint.sdc <==
current_design alu_16bit

set clk_period 13.3
set clk_io_pct 0.2

create_clock -name clk0 -period $clk_period

set non_clock_inputs [all_inputs -no_clocks]
set_input_delay [expr $clk_period * $clk_io_pct] -clock clk0 $non_clock_inputs
set_output_delay [expr $clk_period * $clk_io_pct] -clock clk0 [all_outputs]
==> design.v <==
`timescale 1ns / 1ps
module alu_16bit #(
        parameter DWIDTH = 16
    )(
    input [DWIDTH-1:0] operand1,
    input [DWIDTH-1:0] operand2,
    input [3:0] operation,
    input clk,
    output reg [DWIDTH-1:0] dout,
    output reg Z
    );
    always@(*) begin        
        case(operation)
            4'b0000 : dout = operand1;
            4'b0001 : dout = operand1 + operand2;
            4'b0010 : dout = operand1 - operand2;
            4'b0011 : dout = operand1 << 1;
            4'b0100 : dout = operand1 << 2;
            4'b0101 : dout = operand1 >> 4;
            4'b0110 : dout = operand1 + 1;
            default : dout = 16'hzzzz;
            endcase
    end   
    always@(dout)begin
        if(dout == 0)
            Z <= 0;
        else
            Z <= 1;
    end
endmodule
==> tab_implementation.tex <==
% Auto-generated results table
\begin{tabular}{lr}
\hline
Metric & Value \\
\hline
\multicolumn{2}{l}{\textbf{Setup path}} \\
Slowest cell delay on critical path & 0.76 ns \\
Chain of cells forming the critical path & clkdlybuf4s50\_1, or3b\_2, nor3\_1, a21oi\_1, o21ai\_0, ha\_1, nor2b\_1, o31a\_1, o21ai\_0, a211oi\_1, or3\_1, nor4\_1, or4b\_1, or4\_1, clkdlybuf4s50\_1 \\
Type of the worst setup path & input port to output port \\
Highest net fanout along the worst path & 30 \\
Arrival @ worst endpoint & 8.00 ns \\
Critical path capture point type & output port \\
Highest-delay cell along the critical path & or3b\_2 \\
Kind of start point of the critical path & input port \\
Required time at the worst-slack endpoint & 10.64 ns \\
Cell type group with the largest total delay on the critical path & simple AND/OR/NAND/NOR gates \\
Cell depth of the worst setup path & 15 \\
Crit path buffers/inverters & 2 \\
\multicolumn{2}{l}{\textbf{Die}} \\
Die outline height & 105 um \\
Area enclosed by the die boundary & 0.0110 mm\^{}2 \\
FP Core Util & 27.0\% \\
Number of standard-cell rows in the floorplan & 30 \\
CORE AREA & 0.00691 mm\^{}2 \\
Top Ports & 54 \\
Die X & 105 um \\
\multicolumn{2}{l}{\textbf{Global route}} \\
Overall global routing resource usage & 11.3\% \\
Total congestion overflow & 0 \\
Number of antenna violations at the first check in global routing & 0 \\
Global-route wire length before repair & 10.8 mm \\
Largest net degree at the start of global routing & 31 \\
Via count of the first global-routing pass & 2086 \\
\multicolumn{2}{l}{\textbf{Run status}} \\
Result of the run & completed \\
\multicolumn{2}{l}{\textbf{STA}} \\
Final setup violation count & 0 \\
Slew at the pin with the worst max-slew slack & 0.855 ns \\
Period minus WS final & 10.66 ns \\
Share of the clock period used by the worst path after layout & 80.2\% \\
Final-layout setup total negative slack & 0 ns \\
Slew margin rel. & 42.4\% \\
Hold violation count in the final report & 0 \\
Unrepaired setup endpoints after global routing & no \\
Fmax & 93.8 MHz \\
Max-slew violations & 0 \\
\multicolumn{2}{l}{\textbf{Placement}} \\
Final Wtd Congestion & 0.953 \\
Total placed instance area & 0.00248 mm\^{}2 \\
Detail Placement HPWL & 5.33 mm \\
Count of input and output buffers & 53 \\
\multicolumn{2}{l}{\textbf{Cells and area}} \\
Sequential standard cell area & 0 um\^{}2 \\
Fillers & 732 \\
Final non-filler cell area & 0.00248 mm\^{}2 \\
Share of cells above drive strength 1 & 3.30\% \\
Count of flip-flops and latches & 0 \\
Area Overhead vs Synth & 33.0\% \\
Clock buf count & 0 \\
Comb gate area & 0.00174 mm\^{}2 \\
\multicolumn{2}{l}{\textbf{Logic synthesis}} \\
Most numerous cell in the Yosys netlist & nand2\_1 \\
Synth Seq Share & 0\% \\
Distinct lib cells used & 56 \\
Commonest cells post-synth & nand2\_1, o21ai\_0, a21oi\_1, nor2\_1, ha\_1 \\
Chip area estimate from yosys synthesis & 0.00187 mm\^{}2 \\
Cell area after synthesis & 0.00187 mm\^{}2 \\
Top area cells in the synthesized netlist & ha\_1, nand2\_1, o21ai\_0 \\
Avg Inst Size Synth & 6.40 um\^{}2 \\
Yosys stat cell total & 292 \\
Synth Instances & 292 \\
Synth Warn \# & 2 \\
Area leader share & 12.7\% \\
Biggest area consumer among synthesized cells & ha\_1 \\
\multicolumn{2}{l}{\textbf{Min path}} \\
Number of cells on the worst hold path & 4 \\
HP Class & input port to output port \\
\multicolumn{2}{l}{\textbf{CTS}} \\
Quantity of hold-fixing buffers added after cts & 0 \\
\# resized after CTS & 0 \\
Post-CTS Setup Repair Bufs & 0 \\
\multicolumn{2}{l}{\textbf{Pwr}} \\
P per Cell Area & 40.0 mW/mm\^{}2 \\
Leakage Power & 0.930 nW \\
Worst IR drop on VDD & 7.14 uV \\
\multicolumn{2}{l}{\textbf{Drt}} \\
Wire length per cell after detailed routing & 15.3 um \\
Antenna cells & 0 \\
Count of antenna-violating nets left after detailed routing & 0 \\
Total wire length after detailed routing & 6.55 mm \\
Via Count & 2318 \\
DRC violation count after routing & 0 \\
First-iteration detailed-routing DRC count & 148 \\
First-pass detailed-route iteration total & 4 \\
Via-per-instance ratio & 5.40 \\
\multicolumn{2}{l}{\textbf{Run}} \\
Max-cap check violation count & 0 \\
Tool warning count & 36 \\
\hline
\end{tabular}
[layer usage]
layer | part of all wire, % | track usage [%] | vias to the layer above
met3 | 4.9 | 1.24 | 2
met1 | 54 | 18.2 | 1023
met4 | 0.43 | 0.686 | 0
met2 | 40 | 15.9 | 65
li1 | - | - | 1228
met5 | 0 | 0 | -
[cells in the final DEF (no fill, tap or decap), drive strengths merged, types with 6 or more instances in the layout]
cell type      instances
nor2                  20
a31oi                  7
nand3                 10
ha                    19
inv                   16
o211ai                 7
o21ai                 25
a222oi                 6
nor3                  14
nand2                 36
a211oi                 6
clkdlybuf4s50         53
mux2i                  7
a21oi                 20
[tightest hold or removal path, delay by kind of cell]
kind                   cells  cell delay, ns
buffers and inverters      2            0.87
and+or+nand+nor            2            0.18
[stage by stage]
step | hold WS [ns] | setup slack, ns | utilization [%] | total power [mW] | instances
2_1_floorplan | 5.39 | 4.15 | - | 0.0569 | 292
3_3_place_gp | 6.37 | 2.67 | 36.0 | 0.0983 | 429
3_5_place_dp | 6.37 | 2.68 | 36.0 | 0.0986 | 429
4_1_cts | 6.37 | 2.66 | 36.0 | 0.0993 | 429
5_1_grt | 6.44 | 2.39 | 36.0 | 0.111 | 429
6_report | 6.37 | 2.64 | 36.0 | 0.0993 | 429
[worst paths after layout]
kind / from / to / slack (ns)
max: operation[1] / Z / 2.64
min: operand1[15] / dout[15] / 6.37
[cells by family (layout without fill, tap and decap cells)]
logic type | count (synthesis) | after routing | synth area share [%]
AND/OR/NAND/NOR | 120 | 120 | 33.3
AND-OR/OR-AND | 105 | 105 | 38.3
buffers and inverters | 32 | 73 | 6.97
adder cells (fa/ha/maj) | 20 | 20 | 13.8
multiplexers | 8 | 8 | 4.35
XOR/XNOR | 7 | 7 | 3.28
[power by group]
part / total (mW) / leakage (nW) / internal, mW / switching (mW)
Sequential: 0 / 0 / 0 / 0
Combinational: 0.0993 / 0.930 / 0.0488 / 0.0506
Clock: 0 / 0 / 0 / 0
[cell type report]
cell class,instances,share of cell area [%]
tap,96,4.83
timing repair buffer,57,22.6
inverter,16,2.42
multi-input combinational,260,70.2
Power and IR drop assume default switching activity.
