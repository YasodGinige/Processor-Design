$ cat design/flow/design.v
module cu #(parameter BUS_WIDTH =16, 
		parameter OPCODE_LEN = 4,
		parameter ADDR_AW = 4,
		parameter ADDR_BW = 4,
		parameter DESTW = 4)(
	input [BUS_WIDTH-1:0] ir,
	input clk,
    input enable,
	output reg reset,
	output reg en_decAop,
	output reg en_decBop,
	output reg en_decCop,
	output reg en_decAout,
	output reg en_decBout,
	output reg en_decCout,	
	output reg [3:0]  alu_ctrl,
	output reg dmem_read,
	output reg dmem_write,
	output reg imem_read,
	output reg pc_inc,
	output reg mar_inc,
	output reg col_zero,
	output reg col_inc,
	output reg row_inc,
	output reg jump,
	output reg clock_en,
	output reg done
);
reg [OPCODE_LEN-1:0] opcode;
reg [ADDR_AW-1:0] addr_A;
reg [ADDR_BW-1:0] addr_B;
reg [DESTW-1:0] addr_dest;
integer state = 0;
always@(posedge clk)begin
	opcode <= ir[BUS_WIDTH-1:BUS_WIDTH-OPCODE_LEN];
	addr_A <= ir[BUS_WIDTH-1-OPCODE_LEN: BUS_WIDTH-OPCODE_LEN-ADDR_AW];
	addr_B <= ir[BUS_WIDTH-OPCODE_LEN-ADDR_AW-1:BUS_WIDTH-OPCODE_LEN-ADDR_AW-ADDR_BW];
	addr_dest <= ir[BUS_WIDTH-OPCODE_LEN-ADDR_AW-ADDR_BW-1:BUS_WIDTH-OPCODE_LEN-ADDR_AW-ADDR_BW-DESTW];
end
always@(posedge clk)
    if (enable)  begin 
        clock_en <=1;
        case(state)
            'h0:begin           
                reset <=1;           
                state <= state +1;
                en_decAop <=0;
                en_decBop <=0;
                en_decCop <=0;
                en_decAout <= 0;
                en_decBout <= 0;
                en_decCout <= 0;	
                alu_ctrl <=0;
                dmem_read <= 0;
                dmem_write <= 0;
                imem_read <= 0;
                pc_inc <= 0;
                mar_inc <=0;
                col_zero <=0;
                col_inc <= 0;
                row_inc <= 0;
                jump <= 0;
                done <= 0;
                end
            'h01:begin
                    reset <=0;
                    pc_inc <=0;
                    imem_read <=1;
                    state <= state +1;
                end 	
            'h02:begin
                pc_inc <=1;
                imem_read <=0;
                state <= state + 1;
                end
            'h03:begin
                pc_inc <= 0;
                imem_read <= 0;
                state <= state + 1;
                end
            'h04:begin
                case(opcode)
                    'h0:state<='h00;     
                    'h1:state<='h01;     
                    'h2:state<='h05;     
                    'h3:state<='h09;     
                    'h4:state<='h0b;     
                    'h5:state<='h0e;     
                    'h6:state<='h11;     
                    'h7:state<='h14;     
                    'h8:state<='h17;     
                    'h9:state<='h1a;     
                    'ha:state<='h1c;     
                    'hb:state<='h1f;     
                    'hc:state<='h25;     
                    'hd:state<='h27;     
                    'he:state<='h29;     
                    'hf:state<='h2b;     
                    endcase
                end
            'h05:begin
                 en_decAop <= 1;
                 en_decCop <= 1;
                 state <= state + 1;
                 end
             'h06:begin
                 imem_read <= 1;
                 en_decAop <= 0;
                 en_decCop <= 0;
                 state <= state + 1;
                 end
             'h07:begin
                 imem_read <=0;
                 en_decAout <= 1;
                 en_decCout <= 1;
                 alu_ctrl <= 4'b0000;
                 state <= state + 1;
                 end
             'h08:begin
                 en_decAout <= 0;
                 en_decCout <= 0;
                 pc_inc <= 1;
                 state <= 1; 
                 end  
             'h09:begin
                 dmem_read <=1;
                 en_decCop <=1;
                 en_decCout <=1;
                 state <= state +1;
                 end
             'h0a:begin
                 dmem_read <=0;
                 en_decCop <=0;
                 en_decCout <=0;
                 state <=1;
                 end
             'h0b:begin
                state <= state +1;
                en_decAop <= 1;
                en_decCop <= 1;
                end
             'h0c:begin
                 alu_ctrl <= 4'b0011;
                 state <= state +1;
                 en_decAop <= 0;
                 en_decAout <= 1;
                 en_decCop <= 0;
                 en_decCout <= 1;
                 end
             'h0d:begin
                 alu_ctrl  <= 0;
                 en_decAout <=0;
                 en_decCout <=0;
                 state <= 1;
                 end
             'h0e:begin
                  state <= state + 1;
                  en_decAop <= 1;
                  en_decCop <= 1;
                  end
             'h0f:begin
                 alu_ctrl <= 4'b0100;
                 state <= state +1;
                 en_decAop <= 0;
                 en_decCop <= 0;
                 en_decAout  <= 1;
                 en_decCout <= 1;
                 end
             'h10:begin
                 alu_ctrl  <= 0;
                 state <= 1;
                 en_decAout  <= 0;
                 en_decCout <= 0;
                 end
             'h11:begin
                 state <= state +1;
                 en_decAop <=1;
                 en_decCop  <= 1;
                 end
             'h12:begin
                 alu_ctrl <= 4'b0101;
                 state <= state +1;
                 en_decAop <= 0;
                 en_decCop <= 0;
                 en_decAout <= 1;
                 en_decCout <= 1;
                 end
             'h13:begin
                 alu_ctrl <=0;
                 state <= 1;
                 en_decAout <= 0;
                 en_decCout <= 0;
                 end
             'h14:begin
                 en_decAop <= 1;
                 en_decBop <= 1;
                 en_decCop <= 1;             
                 state <= state +1;
                 end
             'h15:begin
                 alu_ctrl <= 4'b0001;
                 state <= state + 1;
                 en_decAop <= 0;
                 en_decAout <=1;
                 en_decBop <= 0;
                 en_decBout<=1;
                 en_decCop <= 0;
                 en_decCout <=1;
                 end
             'h16:begin
                 alu_ctrl  <= 0;
                 en_decAout <= 0;
                 en_decBout <= 0;
                 en_decCout <= 0;
                 state <= 1;
                 end
             'h17:begin
                 state <= state + 1;  
                 en_decAop <= 1;
                 en_decBop <= 1;
                 en_decCop <= 1;
             end
             'h18:begin
                 alu_ctrl <= 4'b0010;
                 state <= state + 1;
                 en_decAop <= 0;
                 en_decAout <=1;
                 en_decBop <= 0;
                 en_decBout<=1;
                 en_decCop <= 0;
                 en_decCout <=1;
                 end
             'h19:begin
                 alu_ctrl <= 0;
                 en_decAout <= 0;
                 en_decBout <= 0;
                 en_decCout <= 0;
                 state <= 1;
                 end
             'h1a:begin
                 dmem_write <= 1;
                 state <= state + 1;
                 end
             'h1b:begin
                 dmem_write <= 0;
                 state <= 1;
                 end
             'h1c:begin
                  state <= state + 1;
                  en_decAop <=1;
                  en_decCop <=1;
                  end
             'h1d:begin
                 alu_ctrl <= 4'b0000;
                 state <= state + 1;
                 en_decAop <=0;
                 en_decCop <=0;
                 en_decAout <=1;
                 en_decCout <=1;
                 end
             'h1e:begin
                 state <= 1;
                 en_decAout <=0;
                 en_decCout <=0;
                 end
             'h1f:begin          
                 en_decAop <= 1;
                 en_decBop <= 1;      
                 state <= state + 1;
                 end
             'h20:begin
                 en_decAop <= 0;
                 en_decBop <= 0;
                 imem_read  <= 1;
                 state <= state + 1;
                 end
             'h21:begin
                 en_decAout <=1;
                 en_decBout <=1;
                 imem_read  <=0;
                 alu_ctrl <= 4'b0010;
                 state <= state + 1;
                 end
             'h22:begin 
                  jump <=1;
                  pc_inc <=1;
                  state <= state + 1;             
                  end               
             'h23:begin
                  en_decAout <=0;
                  en_decBout <=0;
                  imem_read <= 1;
                  state <= state+1;
                  end
             'h24:begin
                  state <= 1;
                  jump <=0;
                  imem_read <=0;
                  end
             'h25:begin
                 mar_inc <=1;
                 state <= state + 1;
                 end
             'h26:begin
                 mar_inc <= 0;
                 state <= 1;
             end
             'h27:begin
                 col_inc <=1;
                 state <= state + 1;
                 end
             'h28:begin
                 col_inc <= 0;
                 state <= 1;
             end
             'h29:begin
                 row_inc <=1;
                 state <= state + 1;
                 col_zero <=1;
                 end
             'h2a:begin
                 row_inc <= 0;
                 col_zero <= 0;
                 state <= 1;
                 state <= 1;
             end
            'h2b:begin
                clock_en <=0;
                dmem_write <=16'hzzzz;
                done <= 1;
            end
        endcase	
end	
endmodule
$ cat design/flow/config.mk
export PLATFORM = sky130hd
export DESIGN_NAME = cu
export DESIGN_NICKNAME = cu
export VERILOG_FILES = /design/flow/design.v
export SDC_FILE = /design/flow/constraint.sdc
export NUM_CORES = 4
export LEC_CHECK = 1
export CORE_UTILIZATION = 50
$ cat design/flow/constraint.sdc
current_design cu

set clk_period 6.7
set clk_io_pct 0.2

create_clock -name clk0 -period $clk_period [get_ports {clk}]

set non_clock_inputs [all_inputs -no_clocks]
set_input_delay [expr $clk_period * $clk_io_pct] -clock clk0 $non_clock_inputs
set_output_delay [expr $clk_period * $clk_io_pct] -clock clk0 [all_outputs]
$ cat design/flow/run.sh
#!/bin/bash
# OpenROAD 26Q1-2900-gdf79404cd8, Yosys 0.63+post, stock flow scripts
make -C /OpenROAD-flow-scripts/flow DESIGN_CONFIG=/design/flow/config.mk WORK_HOME=/design/flow/orfs finish
==> results.txt <==
flow finished, numbers: share of layout cells above drive strength 1 between 10% and 20%, Detailed Route WL approximately 6700 µm, post-layout min period between 3000 and 4000 ps, worst skew pair latency 350 ps, H-tree lvl count 3, CTS Buf Count 9, most frequently used flop master after synthesis edfxtp_1, Max-Cap Viols 0, Top Layout Cells edfxtp_1 (52), nand2_1 (34), conb_1 (27), slew margin rel. roughly 42%, class of the worst hold path reg2reg, first-pass GRT wire length between 10,000 and 15,000 µm, CTS tree built, Setup TNS 0 ps, Final Non-Filler Cells approximately 440, Final ANT Viol Nets 0, CP Max Fanout 32, P per Cell Area between 200 and 250 nW/µm², Initial DRC Count 223, Ys Warns 2, # Cells Yosys around 320, Log Warnings 45, clk slew on worst S/H paths 60 ps, vias 2,506, drt via density roughly 5.6, Rows 29, drt drc 0, worst hold slack around 530 ps, endpoint type of the worst setup path register, reg2reg path depth 9, Synth flops 58, CP startpoint kind register, fmax just over 0.3 GHz, Max VDD drop 0.198 mV, flip-flops with a built-in enable approximately 52, hold depth 1, Area Growth Syn to Fin 17.1%, Final Cycle Share approximately 48%, Starting Density a little over half, gpl congestion ~0.93, Worst Path Arrival between 3000 and 4000 ps, post-synthesis cell area ~3400 µm², async set or reset register ratio after synthesis 0%, Static Leak between 1 and 1.5 nW, Required @ worst endpoint 6700 ps, setup bufs post-CTS 0, Max Slew Vio Count 0, post-cts hold-fix buffer tally 0, Slew @ Worst Pin roughly 870 ps, status complete, no violations, clock skew 16.4 ps, num ports 40, clock root cell clkbuf_8, Die Width roughly 85 µm, Setup CP Type reg2reg, Final Hold Vio Count 0, Commonest Layout Cell edfxtp_1, Routed WL per cell between 15 and 20 µm, synth unique cells between 60 and 70, Avg Inst Size Synth ~11 µm², RSZ-0062 raised after global routing false, Antenna Cells 0, area figure in the yosys stat output about 3400 µm², placed cells 428, core area about 6500 µm², clk buf depth 2, chip area between 7000 and 8000 µm², initial antenna violation count 0, post-synthesis sequential area ratio about half, All-Layer GR Usage about a fifth, chip height 85.1 µm, cell count after synthesis about 320, estimated wirelength of the detail-placed design approximately 4500 µm, post-CTS sizing 0, Pre-Repair DR Iteration Count 4, Setup-failing EPs final 0, grt ovf 0, largest net degree at the start of global routing 33, total clock sinks roughly 58, PortBufs 26, number of global-route vias before repair about 2.3k
[layer usage]
| metal | share of wire, % | global-route usage [%] | vias up | wire, µm |
|---|---|---|---|---|
| met2 | 46 | 31.5 | 88 | 3090 |
| met3 | 6.7 | 4.24 | 20 | 454 |
| li1 | - | - | 1244 | - |
| met1 | 45 | 33.3 | 1154 | 3010 |
| met4 | 2.7 | 5.86 | 0 | 183 |
| met5 | 0 | 0 | - | 0 |
[synthesized netlist by cell type (3+ instances only)]
library cell	n	area, µm²
edfxtp_1	52	1560
nand2_1	34	128
a21oi_1	24	120
nor2_1	20	75.1
o21ai_0	15	75.1
inv_1	11	41.3
clkbuf_1	10	37.5
nor2b_1	10	62.6
o21a_1	10	75.1
ha_1	9	113
a31oi_1	8	50.1
nand3_1	8	40.0
nor3_1	8	40.0
buf_2	6	30.0
buf_6	6	67.6
dfxtp_1	6	120
a31o_1	5	43.8
nand2b_1	5	31.3
and2_1	4	25.0
and3_1	4	25.0
nor4_1	4	25.0
nor4_4	4	85.1
a21o_1	3	22.5
buf_4	3	22.5
mux2i_1	3	30.0
o211ai_1	3	22.5
o21ai_2	3	26.3
[cell families after synthesis]
logic type	Yosys count	synth area share [%]
AND-OR/OR-AND	91	18.5
XOR/XNOR	4	1.02
adder cells (fa/ha/maj)	9	3.26
buffers and inverters	37	5.88
flip-flops	58	48.7
multiplexers	5	1.85
other	1	0.109
AND/OR/NAND/NOR	115	20.6
[metrics by stage]
| step | setup WS [ps] | total power, mW | cell area, µm² | util (%) |
|---|---|---|---|---|
| after CTS | 3480 | 0.828 | 4040 | 62.2 |
| after floorplan | 2680 | 0.416 | 3550 | - |
| final | 3460 | 0.817 | 4040 | 62.2 |
| after global routing | 3260 | 0.845 | 4040 | 62.2 |
| after global placement | 3320 | 0.422 | 3790 | 58.4 |
| after detailed placement | 3330 | 0.423 | 3790 | 58.4 |
[cell type report]
type                       instances  area [µm²]
sequential                        58        1680
clock buffer                       9         124
fill                             529        2450
inverter                          12        45.0
clock inverter                     7         125
multi-input combinational        251        1680
tap                               77        96.3
timing repair buffer              30         290
[path summary, 6_finish.rpt]
kind | startpoint | endpoint | slack (ps)
max | state[0] | state[18] | 3460
min | register | state[3] | 530
max reg2reg | state[0] | state[18] | 3460
min reg2reg | register | state[3] | 530
[worst max-delay path, stage by stage, from the launching register on]
cell,delay (ps)
edfxtp_1,480
inv_1,120
ha_1,700
nand3b_1,350
a21oi_2,200
a21oi_1,90
o21ai_0,180
o21ai_2,200
a31oi_4,210
buf_4,370
[where the power goes]
group	switching (mW)	total, mW	internal [mW]
Sequential	0.000802	0.396	0.395
Clock	0.153	0.403	0.250
Combinational	0.0101	0.0188	0.00872
Total	0.164	0.817	0.654
Power is estimated from default activity; no workload was simulated.
